**flow/config.mk**
```make
export PLATFORM = sky130hd
export DESIGN_NAME = MUX3
export DESIGN_NICKNAME = MUX3
export VERILOG_FILES = /design/flow/design.v
export SDC_FILE = /design/flow/constraint.sdc
export NUM_CORES = 4
export LEC_CHECK = 1
export CORE_AREA = 10 10 100 100
export DIE_AREA = 0 0 110 110
```
**flow/constraint.sdc**
```tcl
current_design MUX3

set clk_period 13.1
set clk_io_pct 0.2

create_clock -name clk0 -period $clk_period

set non_clock_inputs [all_inputs -no_clocks]
set_input_delay [expr $clk_period * $clk_io_pct] -clock clk0 $non_clock_inputs
set_output_delay [expr $clk_period * $clk_io_pct] -clock clk0 [all_outputs]
```
**flow/design.v**
```verilog
module MUX3(
  input [31:0] PC4,
  input [31:0] jumpAddress,
  input [31:0] immeExtend,
  input [1:0] PCSrc,
  output wire [31:0] result
  );
assign result = PCSrc==0?PC4:(PCSrc==1?(immeExtend<<2)+PC4:jumpAddress);
endmodule
```
**flow/run.sh**
```bash
#!/bin/bash
# OpenROAD 26Q1-2900-gdf79404cd8, Yosys 0.63+post, stock flow scripts
make -C /OpenROAD-flow-scripts/flow DESIGN_CONFIG=/design/flow/config.mk WORK_HOME=/design/flow/orfs finish
```
==> summary.txt <==
run metrics: status completed, vias per cell 5.16, DIE HEIGHT 110 um, Max-slew headroom between 40 and 50%, largest net degree at the start of global routing approximately 50, Final setup viols 0, Dominant cell area share between 15 and 20%, Top cells by area ha_1 16%, nand2_1 6.7%, a21oi_1 6.2%, mux2i_1 5.8%, xor2_1 4.7%, Die Area 12100 um^2, routed wire length 8.70 mm, clock buf count 0, crit path launch PC4[2], overall routing resource usage 13.7%, register area share after synthesis 0%, total area of sequential cells 0 um^2, Final ANT Viol Nets 0, Cell Pwr Density 43.9 nW/um^2, RSZ-0062 raised after global routing false, Post-CTS Hold Buffers 0, Resized cells post-CTS 0, CP Capture Type output port, Top cells excl fill/tap 127 x clkdlybuf4s50_1, 40 x nand2_1, 29 x ha_1, total core area 7810 um^2, First-pass DRT Iterations 4, most frequent CP cell clkdlybuf4s50_1, worst setup margin about 4.6 ns, fin crit period 8.45 ns, IO Count 130, Max FO, Critical Path 4, DR WL/cell 16.2 um, global-route wire length before repair between 10 and 15 mm, Final Hold Violation Tally 0, critical-path cell list clkdlybuf4s50_1, ha_1, fa_1, a21o_1, a221oi_4, o21ba_4, o21ai_4, o41ai_4, nand4_1, o311ai_1, clkdlybuf4s50_1, yosys cell count ~320, CP Launch Type input port, Worst Hold Class input port to output port, via count 2771, critical path arrival 5.83 ns, gate count of the mapped netlist between 300 and 400, FMAX 0.118 GHz, Commonest Layout Cell clkdlybuf4s50_1, Initial Util 28.8%, CP Class input port to output port, Die Width 110 um, Crit path max-delay family AND-OR/OR-AND gates, initial antenna violation count 0, ratio of cells with drive above 1 in the final layout 5.29%, Mapped Area 2250 um^2, critical path depth 11, crit path DRT about 10 ns, Filler Cells Inserted 797, CP max stage cell clkdlybuf4s50_1, pre-CTS setup slack 4.66 ns, HPWL after DPL 7.29 mm, IR drop worst, VDD 17.1 uV, PortBufs about 130, Area growth syn-to-layout 59.6%, max-slew violation count 0, n_diodes 0, vias in the first global route 2733, sum of negative setup slack 0 ns, leakage 0.00144 uW, Row Count 32, leading area contributor after synthesis ha_1, CP max stage delay around 0.53 ns, Worst Max-Slew Pin Slew roughly 0.78 ns, yosys warns 0, final period utilization between 60% and 70%, Post CTS Setup Buffer Count 0, CP Capture Point result[28], # DRC 0, area reported by Yosys stat 2250 um^2, Flops 0, DRT iter0 DRCs 120, Tool Warnings 34, CP bufs+invs 2, final core utilization between 40 and 50%, post-synthesis cell type count 57, final global-route overflow total 0, final estimated routing congestion in global placement 0.948, syn avg cell area just under 7 um^2, MaxCap Viol Count 0
## cells by family (layout without fill, tap and decap cells)
| kind of cell | count (synthesis) | in the layout | synth area share (%) |
|---|---|---|---|
| muxes | 15 | 15 | 6.78 |
| adders and majority gates | 30 | 30 | 17.0 |
| AOI/OAI and AO/OA | 127 | 127 | 40.3 |
| buffers and inverters | 28 | 139 | 5.11 |
| xor gates and xnor gates | 23 | 23 | 8.94 |
| and+or+nand+nor | 101 | 101 | 21.8 |
## cells in the mapped netlist, drive strengths merged (3+ instances only)
library cell  instances
a21oi                32
a22oi                12
a221oi                5
and3                  4
xnor2                11
nand2b                4
inv                   8
nor3                  9
nor2                 14
a211oi                4
nand2                40
mux2i                13
o21ai                39
o21bai                4
a21o                  8
nor2b                 3
a31oi                 3
xor2                 12
nand4                10
ha                   29
buf                   8
clkbuf               12
nand3                 7
## through the flow
step	power (uW)	std cells	instance area (um^2)	hold WS, ns
floorplan	86.5	324	2250	5.30
global placement	158	537	3590	6.14
detailed placement	158	537	3590	6.14
CTS	159	537	3590	6.15
global route	175	537	3590	6.17
finish	158	537	3590	6.14
## cell type report
type	instances	area (um^2)	share of cell area [%]
multi-input combinational	296	2140	59.5
timing repair buffer	131	1300	36.1
tap	102	128	3.55
inverter	8	30.0	0.836
## where the power goes
part           internal (uW)  total [uW]  switching [uW]
combinational           86.6         158            71.2
sequential                 0           0               0
clock                      0           0               0
## layer usage
metal | wire length [um] | track usage, % | vias up
li1 | - | - | 1456
met1 | 4170 | 19.2 | 1232
met2 | 3960 | 23.1 | 83
met3 | 576 | 1.94 | 0
met4 | 0 | 0 | 0
met5 | 0 | 0 | -
## worst min-delay path by stage
stage	from	endpoint	depth (start not counted)
4_1_cts	jumpAddress[5]	result[5]	4
5_1_grt	jumpAddress[5]	result[5]	4
6_report	jumpAddress[5]	result[5]	4
Power figures rest on the tool's default switching activity, not on a simulated workload.
