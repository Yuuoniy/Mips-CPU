**flow/config.mk**
```make
export PLATFORM = sky130hd
export DESIGN_NAME = ControlUnit
export DESIGN_NICKNAME = ControlUnit
export VERILOG_FILES = /design/flow/design.v
export SDC_FILE = /design/flow/constraint.sdc
export NUM_CORES = 4
export LEC_CHECK = 1
export CORE_AREA = 10 10 74 74
export DIE_AREA = 0 0 84 84
```
**flow/constraint.sdc**
```tcl
current_design ControlUnit

set clk_period 2.9
set clk_io_pct 0.2

create_clock -name clk0 -period $clk_period

set non_clock_inputs [all_inputs -no_clocks]
set_input_delay [expr $clk_period * $clk_io_pct] -clock clk0 $non_clock_inputs
set_output_delay [expr $clk_period * $clk_io_pct] -clock clk0 [all_outputs]
```
**flow/design.v**
```verilog
module ControlUnit(
  input[5:0] op, 
  input zero,
  output wire RegWre, 
  output wire ALUSrcA,   
  output wire ALUSrcB,  
  output wire InsMemRw,  
  output wire [1:0] PcSrc,
  output wire ExtSel,  
  output wire RegDst,  
  output wire PCWre,
  output wire mRD,
  output wire mWR,
  output wire DBDataSrc,
  output wire [2:0] ALUOp
  );
    wire addi,addi,sub,ori,andx,orx,sll,slti,sw,lw,beq,bne,j,halt;
    always @(op) begin
      case(op)
      6'b000000:  
        add = 1;    
      6'b000001:  
        addi = 1;
      6'b000010: 
        sub= 1;
      6'b010000: 
        ori = 1;
      6'b010001: 
        andx = 1;
      6'b010010: 
        orx = 1;
      6'b011000: 
        sll = 1;
      6'b011011:  
       slti = 1;
      6'b100110: 
        sw =1;
      6'b100111: 
        lw = 1;
      6'b110000: 
        beq = 1;
      6'b110001: 
        bne = 1;
      6'b111000:  
        j = 1;
      6'b111111: 
        halt = 1;
      endcase
        PCWre = halt;
        ALUSrcA = sll;
        ALUSrcB = addi || ori||slti||sw||lw;
        DBDataSrc = lw;
        RegWre = add||addi||sub||ori||orx||andx||slti||sll||lw;
        InsMemRw = lw?1:0;
        mRD = lw;
        mWR = sw;
        RegDst = add||sub||andx||orx||sll;
        ExtSel = addi||slti||sw||lw||beq||bne;
        if(add||addi||sub||orx||ori||andx||slti||sll||sw||lw||(bne&&zero)||(beq&&!zero))
          PcSrc = 2'b00;
        else if((beq&&zero)||bne&&!zero)
          PcSrc = 2'b01;
        else if(j)
          PcSrc = 2'b10;
    end
endmodule
```
**flow/run.sh**
```bash
#!/bin/bash
# OpenROAD 26Q1-2900-gdf79404cd8, Yosys 0.63+post, stock flow scripts
make -C /OpenROAD-flow-scripts/flow DESIGN_CONFIG=/design/flow/config.mk WORK_HOME=/design/flow/orfs finish
```
==> run summary <==
From the run reports.

- According to the Yosys statistics, the synthesized design has a chip area of between 600 and 700 µm².
- The timer found 12 register pins that no clock reaches; their paths are not timed.
- The core outline area reads roughly 4000 µm².
- The area share of the leading cell type in the synthesized netlist is 0.286.
- The count of standard-cell rows reads 23.
- The antenna cell count is 0.
- The storage element area reads between 150 and 200 µm².
- The post-cts hold-fix buffer tally is 0.
- The post-synthesis cell type with the largest combined area is sky130_fd_sc_hd__dlxtp_1.
- The cell type group with the largest total delay on the critical path is simple AND/OR/NAND/NOR gates.
- For reference, the top cells by count after synthesis are sky130_fd_sc_hd__dlxtp_1 (12), sky130_fd_sc_hd__nor2_1 (7), sky130_fd_sc_hd__buf_4 (6).
- The nature of the critical path endpoint reads a primary output.
- The count of synthesis-stage warnings from yosys reads around 44.
- The routed length per placed instance is between 9 and 10 µm.
- The global routing usage summed across all routing layers is 0.0416.
- The count of endpoints without a timing constraint reads 12.
- The end point of the worst hold path reads PcSrc[0].
- The logs give a warning total of 32.
- For this run, asynchronously set or reset flops after synthesis account for 0.
- 22 I/O pins were placed.
- The number of global-route vias before repair is 622.
- The flip-flop and latch count after synthesis is 12.
- The largest net degree at the start of global routing reads 10.
- The switching power share of the total is 0.449.
- The average via count per standard cell reads approximately 4.
- Before any placement, the netlist area is recorded as around 630 µm².
- The number of fill cells is between 400 and 500.
- At the floorplan stage, the core utilization is reported as 0.158.
- The final worst setup slack is roughly 0.071 ns.
- In this run the vertical extent of the chip is 84 µm.
- The total setup violations reported at the end of the flow reads 0.
- The number of routed nets with antenna violations reads 0.
- The count of cells in the finished layout, fillers not included, comes to 163.
- The flow ran to the end, and the final reports show no timing, DRC or antenna violations.
- The highest signal layer in the routed design reads met3.
- The worst hold slack reads about 1.9 ns.
- From synthesis to final layout, the design area changed by 61.0%.
- The power per standard cell area reads between 50 and 60 nW/µm².
- After technology mapping, the gate count stands at about 79.
- The type of the tightest min-delay check is input pin to primary output.
- Yosys attributes the largest share of cell area to sky130_fd_sc_hd__dlxtp_1 (29%), sky130_fd_sc_hd__buf_4 (7.2%), sky130_fd_sc_hd__or2_2 (5.0%).
- On the critical path, the stage with the largest delay is an instance of sky130_fd_sc_hd__or4b_4.
- The yosys stat cell total is between 70 and 80.
- The overflow left after global routing is 0.
- The share of the clock period used by the worst path is 0.976.
- For this design the static power due to leakage is between 0.4 and 0.5 nW.
- The iteration-0 DRC count of the detailed router is 10.
- The area occupied by multi-input gates is 424 µm².
- The via count is between 600 and 700.
- According to the timing report, the data required time at the worst endpoint equals approximately 2.3 ns.
- After detailed routing, the number of remaining DRC violations is 0.
- The width of the chip is ~84 µm.
- The total negative slack for setup checks reads 0 ns.
- The signal arrival time at the worst endpoint reads approximately 2.3 ns.
- The max-slew violation count reads 0.
- The final hold violation count reads 0.
- The maximum vdd ir drop reads between 50 and 60 µV.
- The delay of the slowest cell on the worst path is 0.57 ns.
- The number of maximum-capacitance constraint violations reads 0.
- The proportion of layout cells with a drive suffix above 1 reads 0.434.
- The placement-stage worst setup slack is -0.514 ns.
- The category of the most critical setup path reads input pin to primary output.
- The first global-routing pass estimated between 2 and 3 mm of wire.
- The average instance area after synthesis reads 7.97 µm².
- Including well taps, the total number of placed cells is 157.
- The netlist uses 31 different library cells.
- Setup repair after global routing left no endpoint under its margin.
- The tally of buffers added on design ports reads 18.
- The most used standard cell by instance count after synthesis reads sky130_fd_sc_hd__dlxtp_1.
- The clock network fraction of total power reads 0.
- The length of the first detailed-routing pass in iterations reads 4.
- The worst hold path cell count is 6.
- The met2 wirelength from detailed routing is around 710 µm.
- The total net switching power is around 0.024 mW.
- At the end of the flow the core is filled with cells to 0.255.
- The final HPWL from detailed placement is between 1 and 1.5 mm.
- The critical path goes through buf_2 -> or4b_4 -> nor3_4 -> nor3_1 -> or3b_1 -> clkdlybuf4s50_1.
- The detailed-routing wirelength on met1 is 721 µm.
- The total length of routed wires is ~1.5 mm.
- The buffer-and-inverter tally for the worst setup path reads 2.
- The internal power of the cells totals 0.0290 mW.
- The total length of routed met3 wires reads 88 µm.
- The critical path startpoint category is an input pin.
- The number of flops mapped to enable cells by yosys is 0.
- The highest clock rate reads 353 MHz.
- The main flop type is sky130_fd_sc_hd__dlxtp_1.
- Subtracting the final worst setup slack from the clock period gives about 2.8 ns.
- The maximum fanout encountered on the critical timing path reads 7.
- The fraction of power consumed by sequential logic is 0.044.
- The startpoint of the tightest hold check path reads op[5].
- The combinational power share reads 0.956.
- The number of antenna violations at the first check in global routing reads 0.
- The chip footprint reads approximately 7100 µm².
- The routability congestion estimate is around 0.79.
==> power groups by stage <==
| stage | clock network [mW] | registers (mW) | logic, mW |
|---|---|---|---|
| after CTS | 0 | 0.00232 | 0.0498 |
| after global routing | 0 | 0.00242 | 0.0552 |
| final | 0 | 0.00233 | 0.0502 |
==> per-stage QoR <==
stage	cell area, µm²	power (mW)
CTS	1010	0.0521
finish	1010	0.0525
global route	1010	0.0576
floorplan	637	0.0259
detailed placement	943	0.0478
global placement	943	0.0482
==> kinds of logic after synthesis <==
| group | after synthesis | share of synthesized area |
|---|---|---|
| AND-OR/OR-AND | 7 | 0.0994 |
| other | 2 | 0.0119 |
| latches | 12 | 0.286 |
| buffers and inverters | 14 | 0.137 |
| AND/OR/NAND/NOR | 43 | 0.451 |
| XOR/XNOR | 1 | 0.0139 |
==> layer usage <==
metal / up-vias / GRT usage
met4: 0 / 0
li1: 334 / -
met1: 288 / 0.0511
met3: 0 / 0.0108
met2: 13 / 0.0746
met5: - / 0
==> final cells by class <==
class | instances | area share
Multi-Input combinational cell | 55 | 0.419
Sequential cell | 12 | 0.178
Inverter | 4 | 0.0148
Tap cell | 50 | 0.0617
Timing Repair Buffer | 42 | 0.327
==> placed cells by master (no fill, tap or decap), types with 2 or more instances in the layout <==
cell	Yosys	routed
sky130_fd_sc_hd__dlxtp_1	12	12
sky130_fd_sc_hd__dlygate4sd2_1	0	2
sky130_fd_sc_hd__and3_1	2	2
sky130_fd_sc_hd__nor2_2	0	2
sky130_fd_sc_hd__or4_4	1	2
sky130_fd_sc_hd__nand3_1	2	2
sky130_fd_sc_hd__nor4b_2	2	2
sky130_fd_sc_hd__nor2_1	7	5
sky130_fd_sc_hd__conb_1	2	4
sky130_fd_sc_hd__or2_1	3	3
sky130_fd_sc_hd__nor3_1	5	5
sky130_fd_sc_hd__nor4_1	2	2
sky130_fd_sc_hd__inv_1	4	3
sky130_fd_sc_hd__or3_1	4	4
sky130_fd_sc_hd__or2_2	5	5
sky130_fd_sc_hd__clkdlybuf4s50_1	0	10
sky130_fd_sc_hd__buf_2	3	5
sky130_fd_sc_hd__buf_4	6	23
sky130_fd_sc_hd__nand2b_1	3	2
==> what timing repair did <==
action,4_1_cts,5_1_grt
pin swaps,3,5
setup buffers,4,2
gates resized,25,15
endpoints found under the hold margin,0,0
endpoints found under the setup margin,9,5
cloned,0,0
==> worst max-delay path by stage <==
stage	start	endpoint	slack, ns	cells after the start
after CTS	op[1]	ALUSrcB	0.003	6
after global routing	op[2]	ALUSrcB	0.009	6
final	op[2]	RegWre	0.07	6
==> state kept, by name, indices dropped and copies added, names as in the netlist <==
register	cells
add	1
sw	1
bne	1
addi	1
beq	1
sub	1
andx	1
slti	1
lw	1
orx	1
ori	1
sll	1
Power and IR drop assume default switching activity.
